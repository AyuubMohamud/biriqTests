==> flow/config.mk <==
export PLATFORM = sky130hd
export DESIGN_NAME = top
export DESIGN_NICKNAME = top
export VERILOG_FILES = /design/flow/design.v
export SDC_FILE = /design/flow/constraint.sdc
export NUM_CORES = 4
export LEC_CHECK = 1
export CORE_UTILIZATION = 40
==> flow/constraint.sdc <==
current_design top

set clk_period 6.9
set clk_io_pct 0.2

create_clock -name clk0 -period $clk_period [get_ports {sys_clock_i}]

set non_clock_inputs [all_inputs -no_clocks]
set_input_delay [expr $clk_period * $clk_io_pct] -clock clk0 $non_clock_inputs
set_output_delay [expr $clk_period * $clk_io_pct] -clock clk0 [all_outputs]
==> flow/design.v <==
module top (
    input  wire sys_clock_i,
    input  wire uart_rx,
    output wire uart_tx
);
  reg [7:0] rx_byte;
  reg rx;
  uart_rx uart_rx_inst (
      .clock(sys_clock_i),
      .resetn(1'b1),
      .bauddiv_i(16'd867),
      .rx_i(uart_rx),
      .rx_byte_o(rx_byte),
      .rx_o(rx)
  );
  wire tx_dequeue_o;
  uart_tx uart_tx_inst (
      .clock(sys_clock_i),
      .resetn(1'b1),
      .bauddiv_i(16'd867),
      .tx_i(rx),
      .tx_byte_i(rx_byte),
      .tx_dequeue_o(tx_dequeue_o),
      .tx_o(uart_tx)
  );
endmodule
module uart_rx (
    input  wire        clock,
    input  wire        resetn,
    input  wire [15:0] bauddiv_i,   
    input  wire        rx_i,
    output wire [ 7:0] rx_byte_o,
    output wire        rx_o,
    output wire        rx_busy_o
);
  (* ASYNC_REG = "TRUE" *) reg rx_q, rx_qq;
  reg sample_q, start_q, stop_q, hbit_q, cmpl_q;
  reg [15:0] counter_q;
  reg [ 7:0] rx_byte_q;
  reg [ 2:0] byte_cnt_q;
  wire rx, zero, sample_en, shift_en, last_shift;
  initial begin
    rx_q = 1'b1;
    rx_qq = 1'b1;
    rx_byte_q = 8'd0;
    sample_q = 1'b0;
    start_q = 1'b0;
    byte_cnt_q = 3'd0;
    counter_q = 16'd0;
    cmpl_q = 1'b0;
  end
  assign rx = !rx_qq;
  assign zero = counter_q == '0;
  assign sample_en = counter_q == {1'b0, bauddiv_i[15:1]};
  assign shift_en = zero && sample_q && start_q && !stop_q;
  assign last_shift = byte_cnt_q == 3'd7 && shift_en;
  assign rx_o = cmpl_q;
  assign rx_byte_o = rx_byte_q;
  assign rx_busy_o = sample_q | start_q | stop_q | hbit_q | cmpl_q;
  always_ff @(posedge clock)
    if (!resetn) rx_q <= 1'b1;
    else rx_q <= rx_i;
  always_ff @(posedge clock)
    if (!resetn) rx_qq <= 1'b1;
    else rx_qq <= rx_q;
  always_ff @(posedge clock)
    if ((!rx & !(sample_q | start_q)) || zero || !resetn || (sample_en & sample_q & rx & !start_q) || rx_o)
      counter_q <= bauddiv_i;
    else counter_q <= counter_q - 1'b1;
  always_ff @(posedge clock)
    if (rx_o || !resetn) sample_q <= 1'b0;
    else if (!sample_q) sample_q <= rx;
  always_ff @(posedge clock)
    if (rx_o || !resetn) start_q <= 1'b0;
    else if (!start_q) start_q <= sample_en & sample_q & rx;
  always_ff @(posedge clock)
    if (rx_o || !resetn) rx_byte_q <= 8'd0;
    else if (shift_en) rx_byte_q <= {rx_qq, rx_byte_q[7:1]};
  always_ff @(posedge clock)
    if (rx_o || !resetn) byte_cnt_q <= 3'd0;
    else if (shift_en) byte_cnt_q <= byte_cnt_q + 1'b1;
  always_ff @(posedge clock)
    if (rx_o || !resetn) stop_q <= 1'b0;
    else if (!stop_q) stop_q <= last_shift;
  always_ff @(posedge clock)
    if (rx_o || !resetn) hbit_q <= 1'b0;
    else if (stop_q && (counter_q == '0)) hbit_q <= 1'b1;
  always_ff @(posedge clock)
    if (rx_o || !resetn) cmpl_q <= 1'b0;
    else if (hbit_q && (counter_q == {1'b0, bauddiv_i[15:1]})) cmpl_q <= 1'b1;
endmodule
module uart_tx (
    input  wire        clock,
    input  wire        resetn,
    input  wire [15:0] bauddiv_i,      
    input  wire        tx_i,
    input  wire [ 7:0] tx_byte_i,
    output wire        tx_dequeue_o,
    output wire        tx_o,
    output wire        tx_busy_o
);
  reg start_q, byte_q, stop_q, cmpl_q, tx_q;
  reg [15:0] counter_q;
  reg [7:0] tx_byte_q;
  reg [2:0] byte_cnt_q;
  wire zero;
  initial begin
    start_q    = 1'b0;
    byte_q     = 1'b0;
    stop_q     = 1'b0;
    cmpl_q     = 1'b0;
    tx_q       = 1'b1;
    counter_q  = 16'd0;
    tx_byte_q  = 8'd0;
    byte_cnt_q = 3'd0;
  end
  assign zero = counter_q == 16'd0;
  assign tx_o = tx_q;
  assign tx_dequeue_o = cmpl_q;
  assign tx_busy_o = start_q | byte_q | stop_q | cmpl_q;
  always_ff @(posedge clock)
    if (!resetn || !(start_q || byte_q || stop_q) || zero || cmpl_q) counter_q <= bauddiv_i;
    else counter_q <= counter_q - 1'b1;
  always_ff @(posedge clock)
    if (!resetn || !(start_q | stop_q | byte_q | cmpl_q)) tx_q <= 1'b1;
    else if (cmpl_q) tx_q <= 1'b1;
    else if (stop_q) tx_q <= 1'b1;
    else if (byte_q) tx_q <= tx_byte_q[0];
    else if (start_q) tx_q <= 1'b0;
  always_ff @(posedge clock)
    if (!resetn || cmpl_q) start_q <= 1'b0;
    else if (!start_q) start_q <= tx_i;
  always_ff @(posedge clock)
    if (!resetn || cmpl_q) byte_q <= 1'b0;
    else if (!byte_q) byte_q <= start_q && zero;
  always_ff @(posedge clock)
    if (!resetn || cmpl_q) stop_q <= 1'b0;
    else if (!stop_q) stop_q <= byte_q && zero && (byte_cnt_q == 3'd7);
  always_ff @(posedge clock)
    if (!resetn || cmpl_q) byte_cnt_q <= 3'd0;
    else if (byte_q && zero) byte_cnt_q <= byte_cnt_q + 3'd1;
  always_ff @(posedge clock)
    if (!resetn || tx_i) tx_byte_q <= tx_byte_i;
    else if (byte_q && zero) tx_byte_q <= {1'b0, tx_byte_q[7:1]};
  always_ff @(posedge clock)
    if (!resetn || cmpl_q) cmpl_q <= 1'b0;
    else if (!cmpl_q) cmpl_q <= stop_q && zero;
endmodule
==> flow/run.sh <==
#!/bin/bash
# OpenROAD 26Q1-2900-gdf79404cd8, Yosys 0.63+post, stock flow scripts
make -C /OpenROAD-flow-scripts/flow DESIGN_CONFIG=/design/flow/config.mk WORK_HOME=/design/flow/orfs finish
==> results.py <==
# Metrics from the implementation run
metrics = {
    "clock_tree": {
        "clock_latency_ns": 0.33,
        "root_buffer": "clkbuf_8",
        "cts.sink_count": 66,
        "cts_htree_levels": 3,
        "post_cts_buffers": 0,
        "cts_buffers": 9,
        "cts_max_path_buffers": 2,
        "clk_pin_slew_ns": 0.07,
        "hold_buffers": 0,
        "cts_tree": "yes",
        "cts_resized": 0,
    },
    "run": {
        "log.warning_count": 28,
        "maxCapViolCount": 0,
    },
    "power_and_ir_drop": {
        "power.density_nw_per_um2": 224,
        "leakage_nw": 1.11,
        "vdd_ir_drop_max_v": 0.000108,
    },
    "synth": {
        "syn_area_per_cell_um2": 10.0,
        "synthCells": 289,
        "area_leaders": "dfxtp_1 40%, edfxtp_1 8.3%, xor2_1 5.4%, ha_1 3.9%, nor4_4 3.7%",
        "async_reset_ff_share_pct": 0,
        "ys_seq_share_pct": 48.4,
        "ys_area_um2": 2900,
        "yosys.area_share.xor_xnor_pct": 7.26,
        "synth_top_area_share_pct": 40.1,
        "mux_share_pct": 3.80,
        "common_cells": "58 x dfxtp_1, 24 x nor2_1, 20 x nand3_1, 18 x xor2_1, 15 x nor3_1",
        "simple_gate_area_share_pct": 25.6,
        "ys_top_logic_family": "simple AND/OR/NAND/NOR gates",
        "compound_area_share_pct": 8.04,
        "synthesis.area_um2": 2900,
        "ys_cells": 289,
        "ys_ff": 66,
        "synthAdderAreaFrac_pct": 3.89,
        "ys_warn_count": 2,
        "synth_area_leader_cell": "dfxtp_1",
        "synth-edff-count": 8,
        "synth.most_common_cell": "dfxtp_1",
        "synthFlopType": "dfxtp_1",
        "ys_types": 45,
    },
    "die": {
        "fp-row-count": 30,
        "die_area_um2": 7580,
        "fp_util_pct": 41.9,
        "die_x_um": 87.1,
        "fp.dieH_um": 87.1,
        "core_area_um2": 6910,
        "io_pins": 3,
    },
    "sta": {
        "worst_slew_pin_slew_ns": 0.829,
        "setup_viol": 0,
        "finClkSkew_ns": 0.00559,
        "relSlewSlack_pct": 44.6,
        "maxSlewViolCount": 0,
        "fmax_mhz": 406,
        "tns_ns": 0,
        "rsz0062_at_grt": "no",
        "finalClockPeriodUsage_pct": 35.7,
        "setup_ws_ns": 4.43,
        "finalCriticalPeriod_ns": 2.47,
        "hold_violations": 0,
    },
    "drt": {
        "drtIter0Drc": 88,
        "vias_per_cell": 5.06,
        "vias": 1978,
        "insertedDiodeCount": 0,
        "ant_nets": 0,
        "wire_per_inst_um": 12.2,
        "wl_um": 4780,
        "firstDrtPassIters": 5,
        "drc_errors": 0,
    },
    "placement": {
        "numPortBuffers": 2,
        "gp_routability_congestion": 0.788,
        "placed_area_um2": 2980,
        "place_hpwl_um": 3140,
        "dp_cells": 375,
        "place_ws_ns": 4.68,
    },
    "worst_setup_path": {
        "crit_path_max_incr_delay_ns": 0.45,
        "crit_path_max_fanout": 1,
        "path_class": "register to output port",
        "worst_ep_arrival_time_ns": 1.09,
        "worst_ep_required_time_ns": 5.52,
        "worst_setup_path_end_kind": "output port",
        "crit_path_start_kind": "register",
        "path_buffers": 1,
        "crit_chain": "clkdlybuf4s50_1",
        "critical-path-top-delay-family": "buffers and inverters",
        "crit_slowest_cell": "clkdlybuf4s50_1",
    },
    "grt": {
        "grt_first_pass_wirelength_um": 8370,
        "grt_pass1_vias": 1765,
        "grt_max_degree": 28,
        "grt.overflow.total": 0,
        "grt_usage_pct": 14.2,
        "antenna_found_initial": 0,
    },
    "min_path": {
        "hold_path.class": "register to register",
    },
    "cells_and_area": {
        "area_growth_pct": 9.72,
        "fin_area_um2": 3180,
        "num-fill-cells": 655,
        "drive_gt1_share_pct": 10.5,
        "final_cells": 391,
    },
    "status": {
        "outcome": "finished clean",
    },
}
## flip-flops by register name, indices dropped and copies added, names as in the netlist
name / cells
uart_rx_inst.counter_q: 16
uart_tx_inst.counter_q: 16
uart_rx_inst.rx_byte_q: 8
uart_tx_inst.tx_byte_q: 8
uart_rx_inst.byte_cnt_q: 3
uart_tx_inst.byte_cnt_q: 3
uart_rx_inst.cmpl_q: 1
uart_rx_inst.hbit_q: 1
uart_rx_inst.rx_q: 1
uart_rx_inst.rx_qq: 1
uart_rx_inst.sample_q: 1
uart_rx_inst.start_q: 1
uart_rx_inst.stop_q: 1
uart_tx_inst.byte_q: 1
uart_tx_inst.cmpl_q: 1
uart_tx_inst.start_q: 1
uart_tx_inst.stop_q: 1
uart_tx_inst.tx_q: 1
## cells by family after synthesis
family / count (synthesis)
simple gates: 121
flops: 66
compound gates: 40
xor+xnor: 24
buf+inv: 19
mux: 10
fa+ha+maj: 9
## final cells by class
class | count | area [um2] | area share [%]
Timing Repair Buffer | 3 | 27.5 | 0.866
Tap cell | 96 | 120 | 3.78
Sequential cell | 66 | 1400 | 44.1
Clock buffer | 14 | 163 | 5.12
Clock inverter | 2 | 35.0 | 1.10
Inverter | 6 | 22.5 | 0.709
Multi-Input combinational cell | 204 | 1410 | 44.3
## layer usage
layer	share of wire (%)	GRT usage [%]	wire length [um]	vias up
met5	0	0	0	-
met1	56	24.7	2660	903
li1	-	-	-	1042
met4	2.2	3.03	106	0
met3	2.7	2.12	130	11
met2	39	19.0	1880	22
## cell usage in the layout (no fill, tap or decap), types with 5 or more instances in the layout
| master | count |
|---|---|
| a21oi_1 | 14 |
| clkbuf_8 | 11 |
| dfxtp_1 | 58 |
| edfxtp_1 | 8 |
| ha_1 | 9 |
| inv_1 | 6 |
| mux2_2 | 7 |
| nand2_1 | 11 |
| nand2b_1 | 7 |
| nand3_1 | 20 |
| nand4_1 | 8 |
| nor2_1 | 24 |
| nor3_1 | 15 |
| nor4_4 | 5 |
| o21ai_0 | 14 |
| xnor2_1 | 6 |
| xor2_1 | 18 |
## final timing paths
path,cells after the start,endpoint,slack (ns),from
hold reg to reg,0,uart_rx_inst.rx_qq,0.33,uart_rx_inst.rx_q
setup reg to reg,4,uart_rx_inst.counter_q[13],4.65,uart_rx_inst.counter_q[5]
hold / removal,0,uart_rx_inst.rx_qq,0.33,uart_rx_inst.rx_q
setup / recovery,1,uart_tx,4.43,uart_tx_inst.tx_q
## report_power, final
part / internal [mW] / switching, mW
registers: 0.388 / 0.000641
clock network: 0.187 / 0.135
logic: 0.000492 / 0.0000466
## stage by stage
step                utilization, %  hold WS, ns  total power [mW]
floorplan                        -        0.310             0.397
global placement              43.1        0.313             0.398
detailed placement            43.1        0.316             0.398
CTS                           46.0        0.332             0.720
global route                  46.0        0.350             0.741
finish                        46.0        0.330             0.710
Power figures rest on the tool's default switching activity, not on a simulated workload.
