==> /design/flow/design.v <==
module debug #(parameter TL_RS = 4) (
    input   wire logic                          debug_clock_i,
    input   wire logic                          debug_reset_i,
    input   wire logic [2:0]                    debug_a_opcode,
    input   wire logic [2:0]                    debug_a_param,
    input   wire logic [3:0]                    debug_a_size,
    input   wire logic [TL_RS-1:0]              debug_a_source,
    input   wire logic [4:0]                    debug_a_address,
    input   wire logic [3:0]                    debug_a_mask,
    input   wire logic [31:0]                   debug_a_data,
    input   wire logic                          debug_a_corrupt,
    input   wire logic                          debug_a_valid,
    output  wire logic                          debug_a_ready,
    output       logic [2:0]                    debug_d_opcode,
    output       logic [1:0]                    debug_d_param,
    output       logic [3:0]                    debug_d_size,
    output       logic [TL_RS-1:0]              debug_d_source,
    output       logic                          debug_d_denied,
    output       logic [31:0]                   debug_d_data,
    output       logic                          debug_d_corrupt,
    output       logic                          debug_d_valid,
    input   wire logic                          debug_d_ready,
    output  wire logic                          callenv,
    output  wire logic [127:0]                  debug_state_o
);
    wire debug_busy;
    wire [TL_RS-1:0] working_source;
    wire [3:0] working_size;
    wire [31:0] working_data;
    wire [3:0] working_mask;
    wire [2:0] working_opcode;
    wire [4:0] working_address;
    wire working_valid;
    skdbf #(TL_RS+4+39+5) skidbuffer (debug_clock_i, debug_reset_i, ~debug_d_ready, {
        working_source,
        working_size,
        working_data,
        working_mask,
        working_opcode,
        working_address
    }, working_valid, debug_busy, {
        debug_a_source, debug_a_size, debug_a_data, debug_a_mask, debug_a_opcode, debug_a_address
    }, debug_a_valid);
    assign debug_a_ready = ~debug_busy;
    reg [31:0] debug0 = 0;
    reg [31:0] debug1 = 0;
    reg [31:0] debug2 = 0;
    reg [31:0] debug3 = 0;
    always_ff @(posedge debug_clock_i) begin
        if (debug_reset_i) begin
            debug_d_valid <= 0;
        end else if (working_valid&debug_d_ready) begin
            case (working_address[3:2])
            2'b00: debug0 <= working_data;
            2'b01: debug1 <= working_data;
            2'b10: debug2 <= working_data;
            2'b11: debug3 <= working_data;
            endcase
        end
    end
    always_ff @(posedge debug_clock_i) begin
        if (debug_reset_i) begin
            debug_d_valid <= 0;
        end else if (working_valid&debug_d_ready) begin
            debug_d_valid <= 1;
            debug_d_source <= working_source;
            debug_d_size <= working_size;
            debug_d_denied <= 0;
            debug_d_corrupt <= 0;
            debug_d_opcode <= 0;
            debug_d_param <= 0;
            debug_d_data <= 0;
        end else if (!working_valid&debug_d_ready) begin
            debug_d_valid <= 0;
        end
    end
    assign debug_state_o = {debug3,debug2,debug1,debug0};
    assign callenv = working_valid&debug_d_ready&working_address[4];
endmodule
module skdbf #(parameter DW = 8) (
    input   wire logic          clk_i,
    input   wire logic          reset_i,
    input   wire logic          combinational_busy_i,
    output  wire logic [DW-1:0] cycle_data_o,
    output  wire logic          cycle_vld_o,
    output       logic          registered_busy_o,
    input   wire logic [DW-1:0] registered_data_i,
    input   wire logic          registered_vld_i 
);
    reg [DW-1:0] held_data;
    reg held_vld;
    initial held_vld = 0;
    initial held_data = 0;
    assign cycle_data_o = held_vld ? held_data : registered_data_i;
    assign cycle_vld_o = held_vld ? 1'b1 : registered_vld_i;
    wire hold_data;
    assign hold_data = combinational_busy_i & !registered_busy_o & cycle_vld_o & registered_vld_i;
    assign registered_busy_o = held_vld;
    always_ff @(posedge clk_i) begin
        if (reset_i) begin
            held_vld <= 1'b0;
            held_data <= 0;
        end else if (hold_data) begin
            held_data <= registered_data_i;
            held_vld <= 1'b1;
        end else if (!combinational_busy_i) begin
            held_vld <= 1'b0;
        end
    end 
endmodule
==> /design/flow/run.sh <==
#!/bin/bash
# OpenROAD 26Q1-2900-gdf79404cd8, Yosys 0.63+post, stock flow scripts
make -C /OpenROAD-flow-scripts/flow DESIGN_CONFIG=/design/flow/config.mk WORK_HOME=/design/flow/orfs finish
==> /design/flow/config.mk <==
export PLATFORM = sky130hd
export DESIGN_NAME = debug
export DESIGN_NICKNAME = debug
export VERILOG_FILES = /design/flow/design.v
export SDC_FILE = /design/flow/constraint.sdc
export NUM_CORES = 4
export LEC_CHECK = 1
export CORE_UTILIZATION = 30
==> /design/flow/constraint.sdc <==
current_design debug

set clk_period 7.4
set clk_io_pct 0.2

create_clock -name clk0 -period $clk_period [get_ports {debug_clock_i}]

set non_clock_inputs [all_inputs -no_clocks]
set_input_delay [expr $clk_period * $clk_io_pct] -clock clk0 $non_clock_inputs
set_output_delay [expr $clk_period * $clk_io_pct] -clock clk0 [all_outputs]
==> flow_summary.json <==
{
  "status": "finished, final reports clean",
  "cts_tree": "yes",
  "grt-ovfl-total": 0,
  "viasPerCell": 4.08,
  "clk_latency_ns": 0.42,
  "fp.dieW_um": 155,
  "ctsResizeCount": 0,
  "postSynthSeqShare_pct": 70.8,
  "final-hold-violation-count": 0,
  "n_fill_cell": 2002,
  "crit_arrival_ns": 2.82,
  "ys_warn_count": 4,
  "worstMarginPinSlew_ns": 0.848,
  "area_growth_pct": 37.9,
  "max-cap-violations": 0,
  "fp.coreArea_sq_um": 22800,
  "ys_ff": 180,
  "clock_sinks": 180,
  "dp_hpwl_mm": 9.41,
  "worstHoldPathType": "reg -> reg",
  "warnings": 38,
  "min_period_over_period_pct": 58.0,
  "cp_max_fo": 5,
  "cp_data_required_time_ns": 5.92,
  "yosysTopAreaCellShare_pct": 58.2,
  "ir_drop_v": 0.000132,
  "grt_max_degree": 89,
  "ant_nets": 0,
  "synth_area_sq_um": 7020,
  "wl_met3_mm": 1.16,
  "grt_pass1_wl_mm": 22.0,
  "htree_levels": 4,
  "grt_pass1_vias": 3917,
  "fin_total_pwr_mw": 2.23,
  "io_buffers": 184,
  "post_cts_buffers": 0,
  "hold_buffers": 0,
  "max_freq_mhz": 233,
  "p_leak_nw": 3.32,
  "via_count": 3873,
  "top_cells_by_area": "edfxtp_1 58%, dfxtp_1 13%, nand2b_1 7.8%",
  "synth_cell_type_count": 22,
  "timing_worst_setup_path_type": "in -> out",
  "cp_slowest_cell": "clkdlybuf4s50_1",
  "cp_slowest_stage_delay_ns": 0.56,
  "final-setup-viol-count": 0,
  "num_antenna_cells": 0,
  "initCoreUtil_pct": 30.8,
  "skew_ns": 0.00730,
  "yosysMostFrequentCell": "edfxtp_1",
  "worst-path-buf-inv": 2,
  "cp_top_family": "buffers and inverters",
  "slew_viol_final": 0,
  "cp_common_cell": "clkdlybuf4s50_1",
  "final.setup.tns_ns": 0,
  "hold-worst-slack_ns": 0.470,
  "rrSetupSlack_ns": 5.18,
  "fin_crit_ns": 4.30,
  "grt_antenna_before_repair": 0,
  "grt_use_total_pct": 12.5,
  "ys_cells": 429,
  "drc_errors": 0,
  "ys.flop_type": "edfxtp_1",
  "final_util_pct": 42.5,
  "cts_buffers": 17,
  "worstPathCellList": "clkdlybuf4s50_1 > nand3b_1 > a21boi_0 > clkdlybuf4s50_1",
  "avgSynthCellArea_sq_um": 16.4,
  "synthCells": 429,
  "wl_met2_mm": 6.84,
  "ys_area_sq_um": 7020,
  "dr.pass1.iters": 6,
  "drive_gt1_share_pct": 14.3,
  "rows": 55,
  "chip_area_sq_um": 24000,
  "largest_area_cell": "edfxtp_1",
  "dr.max_layer_used": "met4",
  "crit_path_end_kind": "primary output",
  "top_cells_by_count": "136 x edfxtp_1, 88 x nand2b_1, 44 x dfxtp_1, 44 x mux2i_1",
  "wl_per_cell_um": 15.1,
  "met1_length_mm": 6.17,
  "relSlewSlack_pct": 43.3,
  "p_per_area_nw_per_um2": 230,
  "dr.first_iter.drc_count": 120,
  "io_pins": 238,
  "edf_count": 136,
  "rsz0062_at_grt": "no",
  "gp_congestion": 0.733,
  "clock_path_buffers": 2,
  "root_buffer": "clkbuf_16",
  "async_flop_share_pct": 0,
  "clk_pin_slew_worst_paths_ns": 0.07,
  "start_kind": "primary input",
  "wl_mm": 14.3,
  "die_h_um": 155
}
cell usage in the layout (no fill, tap or decap):
cell             count
inv_1                1
mux2_2              40
mux2_4               1
nor3b_4              1
conb_1              40
clkdlybuf4s50_1    183
buf_4               12
nor3_1               1
inv_8                1
clkbuf_1             2
clkinvlp_4           2
nand2_1              2
or3b_4               1
mux2i_1             44
nand3b_1             2
dfxtp_2              1
nor2_1               2
clkinv_2             1
clkbuf_16           17
inv_6                4
a211oi_4             4
clkinv_4             1
nand2b_1            88
buf_2                1
dfxtp_1             43
a21boi_0             1
edfxtp_1           136
bufinv_16            4
path summary, 6_finish.rpt:
kind	startpoint	endpoint	depth (start not counted)
worst max-delay path	debug_a_valid	callenv	4
worst max register to register	skidbuffer.held_vld$_SDFFE_PP0P_	debug0[15]$_DFFE_PP_	4
worst min-delay path	skidbuffer.held_data[21]$_SDFFE_PP0P_	skidbuffer.held_data[21]$_SDFFE_PP0P_	2
worst min register to register	skidbuffer.held_data[21]$_SDFFE_PP0P_	skidbuffer.held_data[21]$_SDFFE_PP0P_	2
area by class of cell:
type / instances / area, sq um / share of cell area [%]
inverters: 1 / 3.75 / 0.0388
repair buffers: 196 / 1930 / 19.9
well taps: 313 / 392 / 4.05
clock buffers: 19 / 433 / 4.47
clock inverters: 13 / 195 / 2.02
multi-input cells: 227 / 1760 / 18.2
flip-flops and latches: 180 / 4970 / 51.3
layer usage:
layer	global-route usage [%]	up-vias
li1	-	1833
met3	4.68	5
met1	17.6	1863
met2	19.8	172
met5	0	-
met4	1.41	0
worst reg2reg max path, cell delays in order (launching register included):
cell and delay [ns]:
dfxtp_2 0.31, buf_4 0.59, mux2_4 0.41, a211oi_4 0.23, buf_4 0.34
cells by family after synthesis:
group	after synthesis	synth area share [%]
other	1	0.0535
AND-OR/OR-AND	5	0.749
AND/OR/NAND/NOR	97	8.69
buffers and inverters	61	6.83
multiplexers	85	12.9
flip-flops	180	70.8
registers in the layout, summed over array words and instances, names as in the netlist:
register,flops
debug0,32
debug1,32
debug2,32
debug3,32
debug_d_size,4
debug_d_source,4
skidbuffer.held_data,43
skidbuffer.held_vld,1
power by group:
part / leakage [nW] / switching (mW) / internal (mW)
clock: 0.301 / 0.388 / 0.573
sequential: 1.60 / 0.00866 / 1.12
combinational: 1.42 / 0.0605 / 0.0793
metrics by stage:
stage / cells / worst slack [ns] / cell area, sq um
5_1_grt: 949 / 3.05 / 9680
3_5_place_dp: 917 / 3.10 / 9050
2_1_floorplan: 468 / 2.62 / 7160
4_1_cts: 949 / 3.10 / 9680
6_report: 949 / 3.10 / 9680
3_3_place_gp: 917 / 3.08 / 9050
Power and IR drop assume default switching activity.
